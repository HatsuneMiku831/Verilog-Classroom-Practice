==> flow/design.v <==
module BCDadder2digit(Cout, F, A, B, Cin);
    output Cout;
    output [7:0]F;
    input Cin;
    input [7:0]A, B;
    wire [7:0]S, P;
    wire FA1Cout, FA2Cout, FA3Cout, Cout1, NotCout;
    fulladder4bit FA1(A[3:0], B[3:0], Cin, S[3:0], FA1Cout);
    and(S3AndS1, S[3], S[1]);
    and(S3AndS2, S[3], S[2]);
    or (Cout1, FA1Cout, S3AndS1, S3AndS2);
    assign P[3:0] = {1'b0, Cout1, Cout1, 1'b0};
    fulladder4bit FA2(P[3:0], S[3:0], 1'b0, F[3:0], FA2Cout);
    fulladder4bit FA3(A[7:4], B[7:4], Cout1, S[7:4], FA3Cout);
    and(S7AndS5, S[7], S[5]);
    and(S7AndS6, S[7], S[6]);
    or (Cout, FA3Cout, S7AndS5, S7AndS6);
    assign P[7:4] = {1'b0, Cout, Cout, 1'b0};
    fulladder4bit FA4(P[7:4], S[7:4], 1'b0, F[7:4], NotCout);
endmodule
module fulladder4bit(A, B, Cin, SUM, Cout);
    input [3:0] A, B;
    input Cin;
    output [3:0] SUM;
    output Cout;
    assign {Cout,SUM} = A + B + Cin;
endmodule
==> flow/run.sh <==
#!/bin/bash
# OpenROAD 26Q1-2900-gdf79404cd8, Yosys 0.63+post, stock flow scripts
make -C /OpenROAD-flow-scripts/flow DESIGN_CONFIG=/design/flow/config.mk WORK_HOME=/design/flow/orfs finish
==> flow/config.mk <==
export PLATFORM = sky130hd
export DESIGN_NAME = BCDadder2digit
export DESIGN_NICKNAME = BCDadder2digit
export VERILOG_FILES = /design/flow/design.v
export SDC_FILE = /design/flow/constraint.sdc
export NUM_CORES = 4
export LEC_CHECK = 1
export CORE_AREA = 10 10 70 70
export DIE_AREA = 0 0 80 80
==> flow/constraint.sdc <==
current_design BCDadder2digit

set clk_period 9.1
set clk_io_pct 0.2

create_clock -name clk0 -period $clk_period

set non_clock_inputs [all_inputs -no_clocks]
set_input_delay [expr $clk_period * $clk_io_pct] -clock clk0 $non_clock_inputs
set_output_delay [expr $clk_period * $clk_io_pct] -clock clk0 [all_outputs]
==> Changelog: implementation <==
### Implementation results

- Run status: finished clean
- Count of pins over their slew limit: 0
- Biggest fanout along the worst timing path: 3
- Horizontal die size: approximately 80 um
- Global-route wire length before repair: slightly below 2 mm
- Per-cell via count in the routed design: 3.46
- Peak supply drop: 55.5 uV
- Diode insertion count for antenna repair: 0
- CP Data Arrival Time: ~6.5 ns
- Share of the synthesized area in the top cell type: a little over a quarter
- Dominant combinational cell family by area after synthesis: adder cells
- Largest net degree at the start of global routing: 5
- Dominant cell by count in the synthesized netlist: inv_1
- Buffer count from post-CTS setup fixing: 0
- DRC violation count after routing: 0
- Fraction of layout cells with a size suffix above 1: roughly 1.3%
- Setup repair after global routing missed its margin: false
- Average wire per cell in the routed design: between 9 and 10 um
- Register area: 0 um^2
- Area inside the core boundary: around 3400 um^2
- Global Route Usage Sum: between 3 and 4%
- Area added between synthesis and finish: 72.6%
- Critical path buffers and inverters: 4
- Total congestion overflow: 0
- OpenROAD warning count: 32
- Number of routed nets with antenna violations: 0
- Fmax: between 100 and 150 MHz
- Largest delay share family, worst path: adder cells
- Post-synthesis adder-cell area fraction: between 50% and 60%
- DRC violation total after the first TritonRoute iteration: 23
- Count of boundary I/O pins: 26
- Critical Path Sink Type: output port
- Cell depth of the worst min-delay path: 5
- Mux contribution to synthesized area: ~4.6%
- Instance count of the mapped netlist: slightly below 50
- Hold endpoint: F[0]
- Slew at the pin closest to its max-slew limit: 0.270 ns
- Shortest period the worst path allows: a little over 8 ns
- Via count: 419
- Drt pass-1 iters: 3
- Area figure in the yosys stat output: 438 um^2
- Initial antenna violation count: 0
- Setup-violating endpoint count in the final report: 0
- Standard cell area after detailed placement: 756 um^2
- Fraction of the mapped netlist area in compound gates: a little over a tenth
- Most frequent cell on the critical path: fa_1
- Total negative slack: 0 ns
- Hpwl dp: 1.10 mm
- Worst slew margin relative to its limit: between 80% and 90%
- Post-route standard cell area excluding fillers: about 760 um^2
- Xor/xnor share: a little under an eighth
- Setup crit start kind: input pin
- Total cells reported by yosys after synthesis: a little under 50
- Ranking of synthesized cells by instance count: inv_1 (11), ha_1 (8), fa_1 (6)
- Final period utilization: about nine tenths
- Number of max-cap violations: 0
- Die span in y: 80 um
- Final wirelength: around 1.2 mm
- Max incr delay on CP: around 0.5 ns
- Synth warnings: 4
- Number of gates resized after CTS: 0
- Total number of placement rows: 21
- Seq share, synth: 0%
- Area of the chip: approximately 6400 um^2
- Hold Fails Final Rpt: 0
- Number of unique standard cell types used by synthesis: 17
- Post-cts hold-fix buffer tally: 0
- Via count of the first global-routing pass: 462
- Effective utilization at floorplan: about 13%
- Cell taking the most area after synthesis: fa_1
- Avg Synthesized Cell Area: roughly 8.9 um^2
- Simple-Gate Fraction of Synth Area: ~13%
- Cell with the largest stage delay on the worst path: clkdlybuf4s50_1
- Path category of the worst min-delay check: in2out
- Classification of the worst setup path: in2out
- Number of buffer cells added on primary ports: 26
- Layout clock buffer count: 0
- Summed instance area of the synthesized netlist: between 400 and 500 um^2
- Min-delay src: Cin
- RePlAce Congestion: roughly 0.84
- List of cells traversed by the critical path: clkdlybuf4s50_1 > inv_1 > fa_1 > fa_1 > xnor2_1 > nor2_1 > a21oi_1 > o31a_1 > fa_1 > inv_1 > fa_1 > xnor2_1 > nor2_1 > o21ai_1 > o21a_1 > ha_1 > fa_1 > xor2_1 > xnor2_1 > clkdlybuf4s50_1
- WP data required: approximately 7.3 ns
- Number of flip-flops and latches: 0
- Power per standard cell area: around 110 nW/um^2
- Static leakage power: roughly 0.00034 uW
- Area contributors post-synth: fa_1 (27%), ha_1 (23%), inv_1 (9.4%)
## report_power, final
| part | internal [uW] | leakage (uW) | total, uW | switching, uW |
|---|---|---|---|---|
| Sequential | 0 | 0 | 0 | 0 |
| Combinational | 54.8 | 0.000335 | 83.1 | 28.3 |
| Clock | 0 | 0 | 0 | 0 |
| Total | 54.8 | 0.000335 | 83.1 | 28.3 |
## layout make-up
| class | instances | area, um^2 |
|---|---|---|
| Tap cell | 46 | 57.6 |
| Multi-Input combinational cell | 38 | 397 |
| Inverter | 11 | 41.3 |
| Fill cell | 368 | 2660 |
| Timing Repair Buffer | 26 | 260 |
## metrics by stage
step | total power (uW) | cells | util (%) | hold slack [ns] | setup WS (ns)
final | 83.1 | 121 | 22.1 | 4.68 | 0.790
after CTS | 85.2 | 121 | 22.1 | 4.69 | 0.756
after global placement | 83.6 | 121 | 22.1 | 4.68 | 0.837
after detailed placement | 83.7 | 121 | 22.1 | 4.69 | 0.776
after global routing | 94.0 | 121 | 22.1 | 4.72 | 0.399
after floorplan | 31.2 | 49 | - | 3.75 | 2.03
## worst max path at each step
| stage | startpoint | end | slack (ns) | depth (start not counted) |
|---|---|---|---|---|
| 4_1_cts | A[0] | F[7] | 0.76 | 20 |
| 5_1_grt | A[0] | F[7] | 0.40 | 20 |
| 6_report | A[0] | F[7] | 0.79 | 20 |
## routing by layer
metal  up-vias  routed length [um]  GRT usage (%)  part of all wire (%)
met2        28                 317           4.09                    26
met4         0                   0              0                     0
li1        213                   -              -                     -
met1       178                 623           5.59                    52
met5         -                   0              0                     0
met3         0                 264           2.50                    22
## layout by cell type (no fill, tap or decap)
cell type	n
clkdlybuf4s50_1	26
inv_1	11
ha_1	8
fa_1	6
xnor2_1	4
nor2_1	4
a21oi_1	2
nor2b_1	2
mux2i_1	2
xor2_1	2
and4bb_1	1
nor3_1	1
o21ai_2	1
o31a_1	1
a21o_1	1
nand4bb_1	1
o21ai_1	1
o21a_1	1
## kinds of logic (layout without fill, tap and decap cells)
group                    Yosys count  count (layout)
adder cells (fa/ha/maj)           14              14
buffers and inverters             11              37
AND/OR/NAND/NOR                    9               9
AND-OR/OR-AND                      7               7
XOR/XNOR                           6               6
multiplexers                       2               2
No activity file was given, so power comes from the tool's default toggle rates.
