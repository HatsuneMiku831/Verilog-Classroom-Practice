===== run.sh =====
#!/bin/bash
# OpenROAD 26Q1-2900-gdf79404cd8, Yosys 0.63+post, stock flow scripts
make -C /OpenROAD-flow-scripts/flow DESIGN_CONFIG=/design/flow/config.mk WORK_HOME=/design/flow/orfs finish

===== config.mk =====
export PLATFORM = sky130hd
export DESIGN_NAME = hamming_decode
export DESIGN_NICKNAME = hamming_decode
export VERILOG_FILES = /design/flow/design.v
export SDC_FILE = /design/flow/constraint.sdc
export NUM_CORES = 4
export LEC_CHECK = 1
export CORE_AREA = 10 10 70 70
export DIE_AREA = 0 0 80 80

===== constraint.sdc =====
current_design hamming_decode

set clk_period 1.8
set clk_io_pct 0.2

create_clock -name clk0 -period $clk_period

set non_clock_inputs [all_inputs -no_clocks]
set_input_delay [expr $clk_period * $clk_io_pct] -clock clk0 $non_clock_inputs
set_output_delay [expr $clk_period * $clk_io_pct] -clock clk0 [all_outputs]

===== design.v =====
module decoder3_8( y,d );
    output [7:0] y;
    input [2:0] d;
    assign y[0] = ((~d[2]) & (~d[1]) & (~d[0])),
            y[1] = ((~d[2]) & (~d[1]) & (d[0])),
            y[2] = ((~d[2]) & (d[1]) & (~d[0])),
            y[3] = ((~d[2]) & (d[1]) & (d[0])),
            y[4] = ((d[2]) & (~d[1]) & (~d[0])),
            y[5] = ((d[2]) & (~d[1]) & (d[0])),
            y[6] = ((d[2]) & (d[1]) & (~d[0])),
            y[7] = ((d[2]) & (d[1]) & (d[0]));
endmodule
module hamming_decode(Err, D, H);
    output Err;
    output [3:0]D;
    input [6:0]H;
    wire [2:0]error;
    wire [7:0]F;
    wire [6:0]F_cor;
    xor(error[2], H[6], H[5], H[4], H[3]);
    xor(error[1], H[1], H[6], H[5], H[2]);
    xor(error[0], H[0], H[6], H[4], H[2]);
    or(Err, error[2], error[1], error[0]);
    decoder3_8 decoder(F, error);
    xor(F_cor[6], H[6], F[7]);
    xor(F_cor[5], H[5], F[6]);
    xor(F_cor[4], H[4], F[5]);
    xor(F_cor[3], H[3], F[4]);
    xor(F_cor[2], H[2], F[3]);
    xor(F_cor[1], H[1], F[2]);
    xor(F_cor[0], H[0], F[1]);
    assign D = {F_cor[6], F_cor[5], F_cor[4], F_cor[2]};
endmodule

==> results.json <==
{
  "gp_congestion": 0.794,
  "yosysUniqueCellTypes": 23,
  "setup_slack_ns": -0.292,
  "cell_internal_pwr_mw": 0.170,
  "nClkBuffers": 0,
  "power_density_mw_per_mm2": 402,
  "holdCritPathClass": "input port to output pin",
  "drive_above_1_share_pct": 75.8,
  "run_status": "complete, but fails checks",
  "ys_top_cells_by_count": "nand2_1 (6), xnor2_1 (4)",
  "core-area_mm2": 0.00342,
  "grt_pass1_wl_um": 2060,
  "grt.total_usage_pct": 3.74,
  "setup_violations": 5,
  "power_frac_clock_pct": 0,
  "fin_crit_ns": 2.09,
  "cp.arrival_ns": 1.73,
  "synthDominantAreaCellType": "xnor2_1",
  "synth_cells": 36,
  "fmax_mhz": 478,
  "hold_ws_ns": 1.23,
  "rows": 21,
  "vias_per_cell": 3.56,
  "drtIter0Drc": 26,
  "crit_fanout": 4,
  "finalSetupTns_ns": -0.904,
  "overflow": 0,
  "ir_worst_vdd_mv": 0.126,
  "die_h_um": 80,
  "yosys_cells": 36,
  "rsz0062_at_grt": "true",
  "seq_area_um2": 0,
  "seqPwrFrac_pct": 0,
  "finalHoldViolCount": 0,
  "max_slew_margin_pct": 77.0,
  "endpoint_kind": "output pin",
  "drc": 0,
  "yosys-top-cells-area": "xnor2_1 (12%), xnor2_4 (9.6%), xnor3_2 (8.3%)",
  "synth_area_per_cell_um2": 7.92,
  "yosysWarningCount": 0,
  "n_antenna_cell": 0,
  "syn_to_final_growth_pct": 155,
  "yosysChipArea_um2": 285,
  "worstSetupStartpointType": "input port",
  "critPathKind": "input port to output pin",
  "dp_hpwl_um": 731,
  "p_leak_nw": 0.301,
  "final_cells": 112,
  "portBuffers": 12,
  "violations": "negative setup slack",
  "slew_viol_final": 0,
  "antenna_found_initial": 0,
  "most_common_cell": "nand2_1",
  "ys_seq_share_pct": 0,
  "wl_per_cell_um": 10.0,
  "synth_top_area_share_pct": 12.3,
  "fp-utilization_pct": 8.35,
  "syn-cell-area_um2": 285,
  "design.seq.count": 0,
  "cp.required_ns": 1.44,
  "switching_share_pct": 41.9,
  "dp_cells": 102,
  "grt_pass1_vias": 448,
  "drtAntennaViolNets": 0,
  "drt_wl_total_um": 1120,
  "dr.pass1.iters": 4,
  "io_pins": 12,
  "grt_max_degree": 7,
  "log.warning_count": 34,
  "tightestPinTransition_ns": 0.346,
  "vias": 399,
  "p_switching_mw": 0.123,
  "pwr-share-comb_pct": 100.0,
  "die_w_um": 80,
  "die_area_mm2": 0.00640,
  "maxCapViolations": 0,
  "fin_crit_sh_pct": 116
}
worst max-delay path, cell delays in order:
cell and delay [ns]:
buf_6 0.07, xnor3_2 0.43, buf_6 0.14, xnor2_4 0.21, buf_6 0.14, o21ai_2 0.04, a22o_1 0.23, buf_2 0.11
layout make-up:
class | instances | area (µm²)
Fill cell | 377 | 2690
Timing Repair Buffer | 30 | 226
Inverter | 1 | 17.5
Multi-Input combinational cell | 35 | 427
Tap cell | 46 | 57.6
path summary, 6_finish.rpt:
path  from   end  slack [ns]  cells after the start
max   H[6]  D[2]       -0.29                      8
min   H[5]  D[2]        1.23                      4
power groups by stage:
stage         combinational [mW]  clock [mW]  sequential [mW]
global route               0.320           0                0
finish                     0.293           0                0
CTS                        0.273           0                0
stage by stage:
step	setup WS (ns)	utilization, %	area [µm²]	power [mW]
global route	-0.364	21.3	728	0.320
finish	-0.292	21.3	728	0.293
floorplan	0.0254	-	285	0.0971
detailed placement	-1.06	15.2	519	0.195
CTS	-0.303	20.7	708	0.273
global placement	-1.05	15.2	519	0.192
routing by layer:
| metal | vias to the layer above | wire length [µm] | track usage [%] | part of all wire [%] |
|---|---|---|---|---|
| met1 | 185 | 529 | 5.56 | 47 |
| met4 | 0 | 14 | 0.352 | 1.3 |
| met5 | - | 0 | 0 | 0 |
| li1 | 199 | - | - | - |
| met3 | 2 | 102 | 1.48 | 9.1 |
| met2 | 13 | 473 | 5.06 | 42 |
logic make-up (layout without fill, tap and decap cells):
group | after synthesis | in the layout | share of synthesized area, %
AOI/OAI and AO/OA | 10 | 10 | 21.9
and+or+nand+nor | 15 | 15 | 25.4
muxes | 1 | 1 | 3.51
xor gates and xnor gates | 8 | 9 | 39.0
buffers and inverters | 2 | 31 | 10.1
placed cells by master (no fill, tap or decap):
cell and count:
o21ai_2 2, nor4_2 1, nand2_1 6, xor2_4 1, nand3_1 2, nand2b_4 1, nor3_1 1, nor2_1 1
xnor3_2 1, dlygate4sd2_1 1, and3_4 1, a21oi_1 1, buf_2 8, o22ai_2 1, bufinv_8 1, nor3_4 1
o21ai_0 1, buf_6 6, clkbuf_2 1, xnor2_4 5, buf_4 14, a22o_1 1, a21oi_2 1, o22ai_1 1
a211oi_2 1, and3_2 1, xor2_2 2, mux2i_1 1, o32ai_2 1
repair_timing:
item,in CTS,in global routing
setup endpoints to repair,5,5
hold buffers,0,0
cloned,1,0
hold endpoints to repair,0,0
setup buffers,8,2
pin swaps,12,6
resized,59,9
Power is estimated from default activity; no workload was simulated.
