==> ./run.sh <==
#!/bin/bash
# OpenROAD 26Q1-2900-gdf79404cd8, Yosys 0.63+post, stock flow scripts
make -C /OpenROAD-flow-scripts/flow DESIGN_CONFIG=/design/flow/config.mk WORK_HOME=/design/flow/orfs finish
==> ./config.mk <==
export PLATFORM = sky130hd
export DESIGN_NAME = carryselectadder8bit
export DESIGN_NICKNAME = carryselectadder8bit
export VERILOG_FILES = /design/flow/design.v
export SDC_FILE = /design/flow/constraint.sdc
export NUM_CORES = 4
export LEC_CHECK = 1
export CORE_AREA = 10 10 70 70
export DIE_AREA = 0 0 80 80
==> ./constraint.sdc <==
current_design carryselectadder8bit

set clk_period 7.0
set clk_io_pct 0.2

create_clock -name clk0 -period $clk_period

set non_clock_inputs [all_inputs -no_clocks]
set_input_delay [expr $clk_period * $clk_io_pct] -clock clk0 $non_clock_inputs
set_output_delay [expr $clk_period * $clk_io_pct] -clock clk0 [all_outputs]
==> ./design.v <==
module mux2_1(res, in0, in1, S);
    output res;
    input in0, in1;
    input S;
    wire S_n;
    not not_1(S_n, S);
    and and_1(S_n_in0, S_n,in0);
    and and_2(S_in1, S, in1);
    or or_1(res, S_n_in0, S_in1);
endmodule
module mux2_4(res, in0, in1, S);
    input [3:0] in0, in1;
    input S;
    output[3:0] res;
    not(si,S);
    and and1(si01, si, in0[3]);
    and and2(si02, si, in0[2]);
    and and3(si03, si, in0[1]);
    and and4(si04, si, in0[0]);
    and and5(s11, S, in1[3]);
    and and6(s12, S, in1[2]);
    and and7(s13, S, in1[1]);
    and and8(s14, S, in1[0]);
    or or1(res[3], si01, s11);
    or or2(res[2], si02, s12);
    or or3(res[1], si03, s13);
    or or4(res[0], si04, s14);
endmodule
module carryselectadder8bit(A, B, Cin, Sum, Cout);
    input [7:0]A, B;
    input Cin;
    output [7:0]Sum;
    output Cout;
    wire SE, FA1Cout, FA2Cout;
    wire [3:0]FA1Sum, FA2Sum;
    fulladder4bit MainFA(A[3:0], B[3:0], Cin, Sum[3:0], SE);
    fulladder4bit FA1(A[7:4], B[7:4], 1'b0, FA1Sum[3:0], FA1Cout);
    fulladder4bit FA2(A[7:4], B[7:4], 1'b1, FA2Sum[3:0], FA2Cout);
    mux2_4 SumMUX(Sum[7:4], FA1Sum[3:0], FA2Sum[3:0], SE);
    mux2_1 CoutMUX(Cout, FA1Cout, FA2Cout, SE);
endmodule
module fulladder4bit(A, B, Cin, SUM, Cout);
    input [3:0] A, B;
    input Cin;
    output [3:0] SUM;
    output Cout;
    assign {Cout,SUM} = A + B + Cin;
endmodule
==> results.sh <==
# implementation run metrics
export IMPL_die_w_um=80
export IMPL_syn_inst=47
export IMPL_regArea_um2=0
export IMPL_place_ws_ns=1.479
export IMPL_rows=21
export IMPL_holdCritPathClass="input port to primary output"
export IMPL_clock_fmax_mhz=182.5
export IMPL_grt_usage_pct=3.248
export IMPL_dp_hpwl_um=1037
export IMPL_grt_max_degree=5
export IMPL_tightest_slew_ns=0.3144
export IMPL_hold_depth=5
export IMPL_warnings=32
export IMPL_fin_cells=119
export IMPL_worstSetupPathDepth=9
export IMPL_cts_setup_buffers=0
export IMPL_drt_wl_total_um=1079
export IMPL_period_used_pct=78.29
export IMPL_drive_above_1_share_pct=4.110
export IMPL_fin_ws_ns=1.520
export IMPL_min_period_ns=5.480
export IMPL_drc=0
export IMPL_cp_data_required_time_ns=5.60
export IMPL_cp_max_fo=4
export IMPL_cp_end_kind="primary output"
export IMPL_cp_slowest_cell="clkdlybuf4s50_1"
export IMPL_yosys_cell_types_count=18
export IMPL_crit_arrival_ns=4.08
export IMPL_cts_resized=0
export IMPL_post_route_util_pct=20.48
export IMPL_slowest_delay_ns=0.49
export IMPL_critPathBufInv=3
export IMPL_irDropWorstVdd_mv=0.02785
export IMPL_ys_seq_share_pct=0
export IMPL_drt_pass1_iterations=6
export IMPL_worstPathCellList="clkdlybuf4s50_1, inv_1, fa_1, fa_1, nor2b_1, o21ai_1, a2111oi_2, xnor2_1, clkdlybuf4s50_1"
export IMPL_core_um2=3416
export IMPL_rsz0062_at_grt="no"
export IMPL_gp_congestion=0.8037
export IMPL_slew_limit_headroom_pct=79.00
export IMPL_die_y_um=80
export IMPL_final_area_um2=699.4
export IMPL_antenna_diode_count=0
export IMPL_avgViaCountPerCell=3.202
export IMPL_placedCellCount=119
export IMPL_ys_warn_count=11
export IMPL_wl_per_cell_um=9.067
export IMPL_drv_slew=0
export IMPL_start_kind="input port"
export IMPL_grt_pass1_vias=398
export IMPL_crit_type="input port to primary output"
export IMPL_antenna_found_initial=0
export IMPL_finalHoldViolations=0
export IMPL_ant_nets=0
export IMPL_grt_overflow=0
export IMPL_yosys_cells=47
export IMPL_powerDensity_nw_per_um2=86.95
export IMPL_first_iter_violations=14
export IMPL_num_clock_buffers=0
export IMPL_syn_area_per_cell_um2=8.119
export IMPL_yosysChipArea_um2=381.6
export IMPL_setup_viol=0
export IMPL_power_leakage_nw=0.3041
export IMPL_ff_count=0
export IMPL_io_pins=26
export IMPL_max_cap_violations=0
export IMPL_area_growth_pct=83.28
export IMPL_grt_pass1_wl_um=1718
export IMPL_floorplan_core_util_pct=11.17
export IMPL_status="finished, final reports clean"
export IMPL_cts_hold_buffers=0
export IMPL_vias=381
export IMPL_fin_setup_tns_ns=0
export IMPL_fp_dieArea_um2=6400
export IMPL_dpl_cell_area_um2=699.4
export IMPL_cpLargestDelayFamily="buffers and inverters"
export IMPL_port_buffers=26
export IMPL_synth_area_um2=381.6
[synth_stat cells]
library cell  count  area share (%)
mux2_2            1             3.0
xnor2_1           4             9.2
a21o_1            1             2.0
nor2_1            2             2.0
nand3_1           2             2.6
nor2b_1           1             1.6
inv_1            10             9.8
xor2_2            1             4.3
or2_1             1             1.6
a21boi_1          1             2.0
and3_1            1             1.6
xor2_1            2             4.6
a2111oi_2         1             3.9
o21ai_1           1             1.3
fa_1              3              16
nand2_1           2             2.0
ha_1              8              26
a21oi_1           5             6.6
[cell families (layout without fill, tap and decap cells)]
| group | Yosys count | after routing | share of synthesized area (%) |
|---|---|---|---|
| AND-OR/OR-AND | 9 | 9 | 15.74 |
| adder cells (fa/ha/maj) | 11 | 11 | 41.97 |
| AND/OR/NAND/NOR | 9 | 9 | 11.48 |
| multiplexers | 1 | 1 | 2.951 |
| XOR/XNOR | 7 | 7 | 18.03 |
| buffers and inverters | 10 | 36 | 9.837 |
[per-layer routing]
layer,track usage (%),vias up,share of wire (%)
met1,4.880,154,52
met5,0,-,0
met2,4.093,22,31
met4,0,0,0
li1,-,205,-
met3,1.818,0,17
[layout make-up]
cell class         count  area (µm²)
fillers              393        2716
inverters             10       37.54
multi-input cells     37       344.1
well taps             46       57.56
repair buffers        26       260.3
[worst paths after layout]
| path | from | endpoint | slack (ns) |
|---|---|---|---|
| max | A[0] | Cout | 1.52 |
| min | Cin | Sum[0] | 3.84 |
[metrics by stage]
stage | power, mW | hold WS (ns)
after floorplan | 0.02540 | 2.972
after global placement | 0.06174 | 3.848
after detailed placement | 0.06248 | 3.866
after CTS | 0.06273 | 3.860
after global routing | 0.06868 | 3.901
final | 0.06081 | 3.845
[report_power, final]
part / switching, mW / total [mW] / internal, mW
clock network: 0 / 0 / 0
registers: 0 / 0 / 0
logic: 0.0204 / 0.0608 / 0.0404
[placed cells by master, fill, tap and decap left out]
master	Yosys	layout
a2111oi_2	1	1
a21boi_1	1	1
a21o_1	1	1
a21oi_1	5	5
and3_1	1	1
clkdlybuf4s50_1	0	26
fa_1	3	3
ha_1	8	8
inv_1	10	10
mux2_2	1	1
nand2_1	2	2
nand3_1	2	2
nor2_1	2	2
nor2b_1	1	1
o21ai_1	1	1
or2_1	1	1
xnor2_1	4	4
xor2_1	2	2
xor2_2	1	1
Power and IR drop assume default switching activity.
